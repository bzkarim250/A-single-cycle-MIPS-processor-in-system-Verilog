<file path="design.v">
module ALU #(
    parameter DATA_WIDTH = 32
)(
    input logic [DATA_WIDTH-1:0] operandA,
    input logic [DATA_WIDTH-1:0] operandB,
    input logic [2:0] aluOp,
    output logic [DATA_WIDTH-1:0] result,
    output logic zeroFlag,
    output logic overflowFlag
);
    always_comb begin
        zeroFlag = 0;
        overflowFlag = 0;
        case (aluOp)
            3'b000: result = operandA + operandB;  
            3'b001: result = operandA - operandB;  
            3'b010: result = operandA & operandB;  
            3'b011: result = operandA | operandB;  
            3'b100: result = operandA ^ operandB;  
            default: result = 0;  
        endcase
        zeroFlag = (result == 0);
        if (aluOp == 3'b000 || aluOp == 3'b001) begin
            overflowFlag = ((operandA[DATA_WIDTH-1] == 0 && operandB[DATA_WIDTH-1] == 0 && result[DATA_WIDTH-1] == 1) ||
                            (operandA[DATA_WIDTH-1] == 1 && operandB[DATA_WIDTH-1] == 1 && result[DATA_WIDTH-1] == 0));
        end
    end
endmodule
</file>
<file path="run.sh">
#!/bin/bash
# OpenROAD 26Q1-2900-gdf79404cd8, Yosys 0.63+post, stock flow scripts
make -C /OpenROAD-flow-scripts/flow DESIGN_CONFIG=/design/flow/config.mk WORK_HOME=/design/flow/orfs finish
</file>
<file path="config.mk">
export PLATFORM = sky130hd
export DESIGN_NAME = ALU
export DESIGN_NICKNAME = ALU
export VERILOG_FILES = /design/flow/design.v
export SDC_FILE = /design/flow/constraint.sdc
export NUM_CORES = 4
export LEC_CHECK = 1
export CORE_UTILIZATION = 40
</file>
<file path="constraint.sdc">
current_design ALU

set clk_period 15.7
set clk_io_pct 0.2

create_clock -name clk0 -period $clk_period

set non_clock_inputs [all_inputs -no_clocks]
set_input_delay [expr $clk_period * $clk_io_pct] -clock clk0 $non_clock_inputs
set_output_delay [expr $clk_period * $clk_io_pct] -clock clk0 [all_outputs]
</file>
==> run notes <==
Physical implementation

The run finished with clean final reports. The total grt overflow is 0. The via count of the first global-routing pass came to 4631. The mapped netlist covers about 4500 µm². The routed length per instance is 16.1 µm. The area overhead of the layout relative to synthesis is 25.2%.

The largest net degree at the start of global routing is 53. The I/O pin total is 101. The remaining routing DRC violations is 0. Of all nets on the critical path, the largest fanout is 52. The portion of synthesized cell area occupied by the leading cell type is 26.7%. The placeable core region is 10900 µm². The post-synthesis xor/xnor area fraction is 9.32%.

Grouping stages by cell kind, the critical path spends the most delay in buffers and inverters. The number of antenna violations at the first check in global routing came to 0. Looking at the power breakdown, sequential logic takes 0% of the total. In this run, the clock network consumes 0% of the power. Cell internal power was estimated by the tool at 0.101 mW. The die outline height is 108 µm. At the worst endpoint, the required time is 12.56 ns.

Global routing put the most usage on met2. The endpoint arrival time on the critical path is 8.88 ns. The net switching power is 0.115 mW. The post-route fraction of the period consumed by the critical path is between 70% and 80%. The total routing resource utilization after global routing is 25.5%. At the pin with the least slew margin, the transition time is 0.737 ns. The worst voltage drop across the vdd grid is 0.0000181 V. The ratio of cells with drive above 1 in the final layout is 3.61%. Note that the worst hold path type here is in -> out. The worst hold path begins at operandB[31]. For hold timing, the worst endpoint is overflowFlag. After detailed routing, the total wire length is 14.3 mm. The logic area is 4100 µm². The main area contributors are ha_1 (27%), xnor2_1 (6.8%), inv_1 (6.5%). The post-route setup TNS is 0 ns. The HPWL reported at the end of detailed placement is 11.4 mm. The number of cell instances after yosys synthesis is between 600 and 700.

As logged by OpenROAD, the buffers inserted on ports number 101. The synthesis report lists the Yosys warning total as 1. The total area of sequential cells is 0 µm².

Walking the worst path, the cells encountered are clkdlybuf4s50_1, buf_4, inv_1, nor2_1, buf_4, nor2_1, xnor2_1, ha_1, nand3_1, nor3b_1, nor2_1, o22ai_1, a21o_1, o22ai_1, o41ai_1, xor2_1, a211oi_1, nand4bb_1, nor3_1, clkdlybuf4s50_1. The and-or/or-and share of the synthesized area is about a third. The final core utilization is 51.7%.

After detailed placement, the total cell area comes to between 5000 and 6000 µm². The largest single stage delay on the critical path is around 0.48 ns. The leakage component of the power was reported as 2.61 nW. From the final report, the count of setup violators was given as 0. 0 antenna diodes ended up in the layout. The layout has about 1100 filler cells. Post-synthesis, Yosys gives the total cell area as 4500 µm². By count the netlist is led by ha_1 (96), inv_1 (78), nand2_1 (59).

The area fraction in and, or, nand and nor cells after synthesis is 21.3%. The initialized floorplan defines 38 standard-cell rows. Max-slew check failures listed in the final report amount to 0.

The first routing iteration left ~280 violations. The gate-level netlist out of Yosys references 70 unique cell types. The global routing report lists met2 layer usage as 39.7%. The met1 track utilization from global routing is 39.5%. Based on the critical path, the design can be clocked at up to 83.2 MHz. The flow reported a cell area power density of around 38 nW/µm². The placer congestion estimate is between 0.9 and 1.

The met3 demand-to-capacity share in global routing is 1.72%. The pre-antenna-repair detailed-routing pass consisted of 5 iterations. Multiplexer cells account for 0.445% of the synthesized area. The timing report notes that buffer and inverter cells on the critical path total 5. In the Yosys report, the sequential cells make up 0% of the chip area. The most repeated cell in the gate-level netlist after synthesis is ha_1.

The first global-routing pass estimated 23.4 mm of wire. Post-CTS repair ended up resizing 0 cells. The number of maximum-capacitance violations recorded for the run is 0. The count of nets left with antenna violations once routing finished came out at 0. Setup repair after global routing left no endpoint under its margin. Subtracting the final worst setup slack from the clock period gives 12.02 ns.

The post-CTS repair timing setup buffer count is 0. A synthesized cell averages 6.74 µm². Synthesis produced 668 cells.

The count of warning messages emitted by the tools is between 60 and 70. Looking at the setup timing report, the critical path kind is in -> out. For this run, the detailed router reports a per-instance via density of 5.60. The number of buffers added to fix hold violations after cts is 0.

The design draws around 0.22 mW. The die outline area is approximately 12000 µm². The sort of element at the end of the critical path is a primary output. In the final report, the number of hold violations comes to 0.

Summing over every cut layer, the via total after detailed routing is 4972. The starting density of the core is 41.3%. STA classifies the critical path startpoint as an input pin. The die extent in x is 108 µm.

The worst relative slew slack is roughly half. Per STA, the library cell used most along the worst path is nor2_1. The worst-path cell with the longest stage delay is o41ai_1. Grouping non-sequential cells by family puts the most area in AND-OR/OR-AND gates. Per the synthesis report, the adder-cell share of the synthesized area is 27.1%. The fraction of power consumed by combinational cells is 100.0%. For the completed layout, the total cell area is recorded as 5630 µm². The number of clock-tree buffers in the layout is 0. The number of sequential cells reported for the layout is 0. The report gives the cell count of the worst hold path as 5. ha_1 takes more of the synthesized area than any other cell. The switching fraction of total power is 53.2%.
==> stage by stage <==
stage	cells	worst slack [ns]	hold slack [ns]
finish	888	3.68	7.48
global route	888	3.22	7.53
CTS	888	3.63	7.49
detailed placement	888	3.65	7.48
global placement	888	3.67	7.47
floorplan	668	5.52	6.41
==> layout by cell type (no fill, tap or decap), drive strengths merged, types with 4 or more instances in the layout <==
master         count
nand4              9
o22ai              5
nand3             20
a31oi             11
ha                96
o41ai              4
inv               78
buf                7
nor4               8
clkdlybuf4s50    101
a21oi             46
a211oi            19
nor3              15
nor2b              4
o31ai             15
nand2             59
xnor2             36
a22oi              5
or3                4
nor2              49
a21o              20
xor2              11
o21a              11
o21ai             56
==> layout make-up <==
cell class	instances	share of cell area [%]
timing repair buffer	108	18.9
tap	140	3.11
inverter	78	5.20
multi-input combinational	562	72.8
==> worst max-delay path by stage <==
stage	from	endpoint	slack (ns)	depth (start not counted)
CTS	aluOp[0]	zeroFlag	3.63	20
global route	operandB[4]	zeroFlag	3.22	20
finish	aluOp[0]	zeroFlag	3.68	20
==> power groups by stage <==
stage         Sequential (mW)  Combinational [mW]  Clock (mW)
CTS                         0               0.216           0
finish                      0               0.217           0
global route                0               0.242           0
==> routing by layer <==
metal	share of wire (%)	vias up	wire [µm]
met5	0	-	0
met4	0.90	0	129
met3	5.1	10	728
met2	43	133	6130
met1	51	2250	7350
li1	-	2579	-
==> tightest hold or removal path, cell delays in order <==
cell	delay [ns]
clkdlybuf4s50_1	0.46
ha_1	0.22
nand2_1	0.07
a21oi_2	0.05
clkdlybuf4s50_1	0.40
==> kinds of logic after synthesis <==
family                   Yosys count
adder cells (fa/ha/maj)           97
XOR/XNOR                          47
multiplexers                       2
AND/OR/NAND/NOR                  192
buffers and inverters            106
AND-OR/OR-AND                    224
No activity file was given, so power comes from the tool's default toggle rates.
