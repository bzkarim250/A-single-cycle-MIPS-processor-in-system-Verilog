[/design/flow/constraint.sdc]
current_design RegisterFile

set clk_period 3.1
set clk_io_pct 0.2

create_clock -name clk0 -period $clk_period [get_ports {clk}]

set non_clock_inputs [all_inputs -no_clocks]
set_input_delay [expr $clk_period * $clk_io_pct] -clock clk0 $non_clock_inputs
set_output_delay [expr $clk_period * $clk_io_pct] -clock clk0 [all_outputs]
[/design/flow/config.mk]
export PLATFORM = sky130hd
export DESIGN_NAME = RegisterFile
export DESIGN_NICKNAME = RegisterFile
export VERILOG_FILES = /design/flow/design.v
export SDC_FILE = /design/flow/constraint.sdc
export NUM_CORES = 4
export LEC_CHECK = 1
export CORE_UTILIZATION = 30
[/design/flow/design.v]
module RegisterFile #(
    parameter DATA_WIDTH = 32,
    parameter NUM_REGISTERS = 32
)(
    input logic clk,
    input logic rst,
    input logic [4:0] readRegister1,
    input logic [4:0] readRegister2,
    input logic [4:0] writeRegister,
    input logic [DATA_WIDTH-1:0] writeData,
    input logic writeEnable,
    output logic [DATA_WIDTH-1:0] readData1,
    output logic [DATA_WIDTH-1:0] readData2
);
    logic [DATA_WIDTH-1:0] registers [0:NUM_REGISTERS-1];
    always_ff @(posedge clk or posedge rst) begin
        if (rst) begin
            for (int i = 0; i < NUM_REGISTERS; i++) begin
                registers[i] <= '0;
            end
            readData1 <= 32'h00000000;
            readData2 <= 32'h00000000;
        end else begin
            readData1 <= registers[readRegister1];
            readData2 <= registers[readRegister2];
            if (writeEnable) begin
                registers[writeRegister] <= writeData;
            end
        end
    end
endmodule
[/design/flow/run.sh]
#!/bin/bash
# OpenROAD 26Q1-2900-gdf79404cd8, Yosys 0.63+post, stock flow scripts
make -C /OpenROAD-flow-scripts/flow DESIGN_CONFIG=/design/flow/config.mk WORK_HOME=/design/flow/orfs finish
==> flow_summary.ini <==
; flow metrics
[run_status]
status = finished clean

[finish]
finish.utilization_pct = 38.8
layout_top_cells = dfrtp_1, mux2_2, a22oi_1
drive_above_1_share_pct = 40.1
layout_top_cell = dfrtp_1
final_area_mm2 = 0.0676
area_delta_synth_final_pct = 28.2
fillers = 16519
fin_cells = 7337

[sta]
clock_skew_ns = 0.0283
rsz0062_at_grt = false
fin_crit_ns = 2.65
timing.final.ws_setup_ns = 0.447
worst_pin_slew_ns = 1.03
clock.fmax_ghz = 0.377
relSlewSlack_pct = 30.8
setup_viol_count_final = 0
slew_violations = 0
finalClockPeriodUsage_pct = 85.6
hold_violations = 0

[grt]
met3_usage_pct = 14.1
antenna_found_initial = 19
use_met2_pct = 51.0
grt.overflow.total = 0
grt.busiest_layer = met2
track_usage_pct = 35.9
grt_pass1_wl_um = 419000
grt_max_degree = 111
grt_pass1_vias = 46371
grt_use_met1_pct = 46.9

[place]
dp_cells = 7081
port_buffers = 113
postPlaceCellArea_mm2 = 0.0630
dp_hpwl_um = 210000
pre_cts_slack_ns = -0.280
gp_congestion = 1.04

[hold_path]
hp-class = in2async

[synthesis]
seq_area_frac_synth_pct = 51.6
flop_cell = dfrtp_1
ys_cells = 4434
netlist.area_leader.share_pct = 51.6
yosysTopAreaCell = dfrtp_1
ys_types = 63
edf_count = 0
synth_area_per_cell_um2 = 11.9
synth_cells = 4434
ys_chip_area_mm2 = 0.0527
synth_flops = 1088
synth.cell_area_mm2 = 0.0527
ys.warnings.count = 2
ys_async_sr_fraction_pct = 100
area_leaders = dfrtp_1, mux2_2, a22oi_1

[cts]
cts_buffers = 135
cts_hold_buf = 0
h-tree-depth = 4
post_cts_buffers = 0
clkSinkCount = 1088
clkLatencyLatePin_ns = 0.82
clockBufferDepth = 3
ctsResizeCount = 0
cts_root_buf = clkbuf_16
cts_tree = built
clk_pin_slew_ns = 0.05

[drt]
drt-total-wl_um = 311000
drc = 0
post_drt_wl_per_cell_um = 42.4
first_pass_iters = 8
ant_nets = 0
drt_iter0_drc = 5189
vias_per_cell = 6.38
vias = 46843

[worst_setup_path]
cp_data_arrival_time_ns = 3.40
startpoint_type = primary input
criticalPathCategory = in2reg
worstPathMaxFanout = 12
end_kind = flop
crit_required_ns = 3.84

[power]
power_uw = 42400
power_density_mw_per_mm2 = 626
vdd_drop_max_v = 0.000404
power.leakage_uw = 0.0294

[flow_run]
cap_violations = 0
warnings = 30

[floorplan]
rows = 153
core_mm2 = 0.174
fp_util_pct = 30.3
die_width_um = 421
io_pins = 114
die_h_um = 421
die_area_mm2 = 0.178
-- cell usage after synthesis, types with 5 or more instances --
master / n
a221o_1: 6
nand2_1: 234
a221oi_1: 21
a22o_1: 25
a32oi_1: 14
mux2i_1: 23
a211oi_1: 6
clkbuf_1: 214
buf_1: 74
inv_1: 5
a22oi_1: 793
dfrtp_1: 1088
nand3b_1: 8
o32a_1: 15
and4_1: 5
nor3b_1: 5
or3_1: 17
nor4_1: 32
o21ai_0: 27
or2_2: 6
buf_4: 11
buf_2: 123
a222oi_1: 25
and3_1: 11
nand4_1: 104
nor2_1: 178
nand4b_1: 5
a2bb2oi_1: 5
a31oi_1: 22
nand2b_1: 17
nor3_1: 56
nand3_1: 49
nor2_2: 10
mux2_2: 1039
o22ai_1: 6
and2_1: 6
a21oi_1: 88
nor2b_1: 13
o211ai_1: 7
-- report_power, final --
part	switching, uW	total [uW]	leakage (uW)	internal [uW]
combinational	2680	5900	0.0133	3230
clock	6830	16500	0.00225	9630
sequential	3020	20000	0.0139	17000
total	12500	42400	0.0294	29800
-- layout make-up --
type	instances	area [um2]	share of cell area (%)
sequential	1088	27200	40.2
multi-input combinational	2917	24300	35.9
clock inverter	51	627	0.927
timing repair buffer	745	8570	12.7
inverter	6	26.3	0.0388
tap	2325	2910	4.30
clock buffer	196	3960	5.85
antenna	9	22.5	0.0333
-- state kept, by name, indices dropped and copies added, names as in the netlist --
register and count:
readData1 32, readData2 32, registers 1024
-- layer usage --
layer	vias up	wire, um
li1	17948	-
met1	24471	118000
met2	3238	133000
met3	1158	35600
met4	28	24100
met5	-	206
-- path summary, 6_finish.rpt --
kind / cells after the start / from / to / slack, ns
setup / recovery: 10 / readRegister2[0] / readData2[12]$_DFF_PP0_ / 0.45
hold / removal: 3 / rst / registers[11][2]$_DFFE_PP0P_ / 0.29
setup reg to reg: 6 / registers[26][19]$_DFFE_PP0P_ / readData2[19]$_DFF_PP0_ / 0.78
hold reg to reg: 1 / registers[30][1]$_DFFE_PP0P_ / registers[30][1]$_DFFE_PP0P_ / 0.53
max in group asynchronous: 5 / rst / registers[7][27]$_DFFE_PP0P_ / 1.85
min in group clk0: 1 / registers[30][1]$_DFFE_PP0P_ / registers[30][1]$_DFFE_PP0P_ / 0.53
-- metrics by stage --
stage / hold slack (ns) / TNS [ns]
finish: 0.291 / 0
CTS: 0.313 / 0
detailed placement: 0.520 / -1.59
global route: 0.351 / 0
global placement: 0.509 / -1.64
floorplan: 0.488 / -
-- cells by family (layout without fill, tap and decap cells) --
group | count (synthesis) | count (layout) | synth area share (%)
DFF | 1088 | 1088 | 51.6
buffers and inverters | 429 | 998 | 3.44
and+or+nand+nor | 771 | 771 | 7.08
muxes | 1064 | 1064 | 22.7
AOI/OAI and AO/OA | 1082 | 1082 | 15.2
other | 0 | 9 | 0
-- worst max-delay path, cell delays in order --
cell and delay, ns:
buf_2 0.30, or3b_1 0.54, buf_4 0.24, nor2_4 0.26
buf_12 0.24, a22oi_1 0.15, o21ai_0 0.15, nor2_1 0.14
a31oi_1 0.49, buf_4 0.21
No activity file was given, so power comes from the tool's default toggle rates.
